===== flow/run.sh =====
#!/bin/bash
# OpenROAD 26Q1-2900-gdf79404cd8, Yosys 0.63+post, stock flow scripts
make -C /OpenROAD-flow-scripts/flow DESIGN_CONFIG=/design/flow/config.mk WORK_HOME=/design/flow/orfs finish

===== flow/config.mk =====
export PLATFORM = sky130hd
export DESIGN_NAME = mult
export DESIGN_NICKNAME = mult
export VERILOG_FILES = /design/flow/design.v
export SDC_FILE = /design/flow/constraint.sdc
export NUM_CORES = 4
export LEC_CHECK = 1
export CORE_UTILIZATION = 50

===== flow/constraint.sdc =====
current_design mult

set clk_period 47.4
set clk_io_pct 0.2

create_clock -name clk0 -period $clk_period [get_ports {clk}]

set non_clock_inputs [all_inputs -no_clocks]
set_input_delay [expr $clk_period * $clk_io_pct] -clock clk0 $non_clock_inputs
set_output_delay [expr $clk_period * $clk_io_pct] -clock clk0 [all_outputs]

===== flow/design.v =====
module mult(
    input wire clk,
    input wire MultCtrl,
    input wire reset,
    input wire [31:0] a,
    input wire [31:0] b,
    output reg [31:0] high,
    output reg [31:0] low,
    output reg mult_end
);
    integer cont = -1;
    reg [64:0] add;
    reg [64:0] sub;
    reg [64:0] produto;
    reg [31:0] comp;
    always @(posedge clk) begin
        if(reset == 1'b1) begin
            high = 32'b0;
            low = 32'b0;
            mult_end = 1'b0;
            add = 65'b0;
            sub = 65'b0;
            produto = 65'b0;
            comp = 32'b0;
            cont = -1;
        end
        if(MultCtrl == 1'b1) begin
            add = {a, 33'b0};
            comp = (~a + 1'b1);          
            sub = {comp, 33'b0}; 
            produto = {32'b0, b, 1'b0};
            cont = 32;
            mult_end = 1'b0;
        end
        case (produto[1:0])
            2'b01: produto = produto + add;
            2'b10: produto = produto + sub;
        endcase
        produto = produto >> 1;
        if(produto[63] == 1'b1) begin
            produto[64] = 1'b1;
        end
        if(cont > 0) begin
            cont = (cont - 1);
        end
        if(cont == 0) begin
            high = produto[64:33];
            low = produto[32:1];
            mult_end = 1'b1;
            add = 65'b0;
            sub = 65'b0;
            produto = 65'b0;
            cont = -1;
        end
    end
endmodule

==> reports/results.ini <==
[floorplanning]
io_pins=132
die_area_um2=34070
dieWidth_um=184.6
die_height_um=184.6
fp_util_pct=50.96
coreArea_um2=32700
rows=66

[yosys]
synth_warnings=1
top_area_cell=dfxtp_1
flop_cell=dfxtp_1
synth.top_cells.by_count=nor2_1 (320), dfxtp_1 (227), nand2_1 (126)
avgSynthCellArea_um2=8.644
area_leaders=dfxtp_1 (27%), edfxtp_1 (11%), nor2_1 (7.2%)
synth-xor-area-share_pct=5.098
syn_area_um2=16670
top_logic_kind=simple AND/OR/NAND/NOR gates
ys_sh_simple_pct=20.74
synth_top_area_share_pct=27.27
ys_cells=1928
synth_flops=290
async_flop_share_pct=0
ys_types=76
adder_share_pct=5.150
mux_area_share_pct=6.284
synth_cells=1928
yosysChipArea_um2=16670
most_common_cell=nor2_1
ys_sh_aoi_pct=19.44
edf_count=63
synth_seq_share_pct=38.62

[power_and_ir_drop]
power.leakage_nw=8.087
fin_total_pwr_uw=650.3
power.switching_uw=174.0
seq_power_share_pct=42.3
p_sw_share_pct=26.75
power.internal_uw=476.4
powerDensity_nw_per_um2=33.86
pwr-share-comb_pct=16.4
pwr-share-clk_pct=41.2
ir_worst_vdd_uv=29.79

[placement]
place_congestion=0.9397
dp_hpwl_um=30970
io_buffers=131

[cts]
ctsHoldBuffers=0
post_cts_resized=0
clkTransAtPathRegs_ps=60
cts-root-buf=clkbuf_16
clockBufferDepth=3
cts_htree_levels=2
clkLatencyLatePin_ps=510
post-cts-setup-buffers=0
numClockSinks=290
numCtsBuffers=34
tritoncts=built

[global_routing]
grt_overflow_total=0
grt_pass1_wl_um=72150
grt_max_degree=86
grt_usage_pct=27.76
antenna_found_initial=0
grt_pass1_vias=13430

[critical_path]
critical_path_class=input port to flop
critPathArrivalTime_ps=15770
cp-start-kind=input port
cp.required_ps=47630
worst-path-max-fanout=52
crit_path_end_kind=flop

[detailed_routing]
ant_nets=0
drc=0
drt-vias-per-instance=5.793
wire_per_inst_um=18.24
vias=14230
antenna_cells=0
first_pass_iters=5
detail_route.iter0.violations=849
routed_wl_um=44800

[cells_and_area]
drive_gt1_share_pct=4.916
logic_area_um2=9482
syn2layout_area_growth_pct=15.26
ff_latch_area_um2=6436
fillCellCount=2875

[timing]
finalCriticalPeriod_ps=15540
setup_viol=0
finClkSkew_ps=13.21
final.setup.tns_ps=0
rsz0062_at_grt=no
hold-worst-slack_ps=440.7
max_freq_ghz=0.06437
relSlewSlack_pct=36.52
worstMarginPinSlew_ps=944.9
drv_slew=0
report.final.hold_viol_count=0
period_used_pct=32.78

[flow_run]
maxCapViolations=0
warnings=26

[run_status]
outcome=completed

[hold_path]
hold_class=flop to flop

-- critical path, cell delays in order --
cell and delay (ps):
clkdlybuf4s50_1 400, buf_4 290, nor2_4 660, a22o_1 370
ha_4 390, buf_4 540, mux2i_1 250, nor2_1 60
ha_1 420, and4_1 240, nand3_1 120, a211o_1 290
o21ai_0 440, a21oi_1 250, o32ai_1 390, o21ai_0 220
a2111oi_0 550, mux2i_1 300, nor2_1 60
-- power groups by stage --
stage | registers, mW | clock network [mW] | logic [mW]
6_report | 0.275 | 0.268 | 0.107
5_1_grt | 0.277 | 0.284 | 0.118
4_1_cts | 0.275 | 0.274 | 0.107
-- final cells by class --
type,instances,area share [%]
clock inverters,12,0.7491
repair buffers,151,7.595
flip-flops and latches,290,33.51
multi-input cells,1477,49.36
well taps,442,2.879
inverters,34,0.6774
clock buffers,50,5.231
-- worst paths after layout --
check / from / endpoint / slack [ps] / cells after the start
max reg2reg: produto[1] / high[28] / 42030 / 16
min: mult_end / mult_end / 440 / 2
min reg2reg: mult_end / mult_end / 440 / 2
max: reset / high[28] / 31860 / 19
-- flip-flops by register name, indices dropped and copies added (netlist names) --
register / flops
produto: 64
sub: 65
add: 65
cont: 32
high: 31
mult_end: 1
low: 32
-- layout by cell type (no fill, tap or decap), types with 55 or more instances in the layout --
cell,n
dfxtp_1,227
a22oi_1,55
nor2_1,319
xnor2_1,60
clkdlybuf4s50_1,130
ha_1,66
nand2_1,125
edfxtp_1,63
mux2i_1,99
o21ai_0,80
and3_1,72
a21oi_1,112
-- layer usage --
layer	vias to the layer above	GRT usage, %	share of wire [%]
met5	-	0	0
met4	0	3.267	1.3
met3	41	5.371	6.3
met2	368	41.04	43
met1	6695	44.81	49
li1	7124	-	-
-- kinds of logic (layout without fill, tap and decap cells) --
| group | Yosys count | in the layout |
|---|---|---|
| adders and majority gates | 68 | 68 |
| AOI/OAI and AO/OA | 478 | 478 |
| muxes | 104 | 104 |
| buffers and inverters | 161 | 247 |
| xor gates and xnor gates | 97 | 97 |
| DFF | 290 | 290 |
| and+or+nand+nor | 730 | 730 |
-- per-stage QoR --
| step | area [um2] | instances | setup slack (ps) | utilization, % |
|---|---|---|---|---|
| after CTS | 19210 | 2456 | 31950 | 58.74 |
| after global routing | 19210 | 2456 | 31430 | 58.74 |
| after detailed placement | 18060 | 2394 | 31430 | 55.23 |
| final | 19210 | 2456 | 31860 | 58.74 |
| after global placement | 18060 | 2394 | 31570 | 55.23 |
| after floorplan | 16670 | 1928 | 31790 | - |
Power is estimated from default activity; no workload was simulated.
