## flow/design.v

```verilog
module div(
    input wire clk,
    input wire DivCtrl,
    input wire reset,
    input wire [31:0] a,
    input wire [31:0] b,
    output reg [31:0] high,
    output reg [31:0] low,
    output reg div_end,
    output reg div_zero
);
    integer cont = -1;
    reg flag;
    reg flagdiv;
    reg [31:0] auxa;
    reg [31:0] auxb;
    reg [31:0] remainder;
    reg [63:0] divisor;
    reg [63:0] dividend;
    reg [63:0] diff;
    reg [31:0] quotient;
    always @(posedge clk) begin
		div_zero = 1'b0;
        if(reset == 1'b1) begin
            flag = 1'b0;
            flagdiv = 1'b0;
            auxa = 32'b0;
            auxb = 32'b0;
            remainder = 32'b0;
            divisor = 32'b0;
            dividend = 32'b0;
            diff = 32'b0;
            quotient = 32'b0;
            high = 32'b0;
            low = 32'b0;
            div_end = 1'b0;
            div_zero = 1'b0;
        end
		if (DivCtrl == 1'b1) begin    
            if ((a[31] && b[31]) || (~a[31] && ~b[31]))
                flag = 1'b0;
            else
                flag = 1'b1;
            if (!a[31])
                flagdiv = 1'b0;
            else
                flagdiv = 1'b1;
            if (a[31]) 
                auxa = (~a + 1'b1);
            else 
                auxa = a;
            if (b[31])
                auxb = (~b + 1'b1);
            else
                auxb = b;
			div_end = 1'b0;
            quotient = 32'b0;
            dividend = {32'b0, auxa};
            divisor = {1'b0, auxb, 31'b0};
            if (b == 32'b0)
				div_zero = 1'b1;
			else
				cont = 32;
        end
        else begin
            diff = dividend - divisor;
            quotient = quotient << 1;
            if (!diff[63]) begin
                dividend = diff;
                quotient[0] = 1'b1;
            end
            divisor = divisor >> 1;
            cont = cont - 1;
            if (cont == 0) begin
                if (flag)
                    low = (~quotient + 1'b1);
                else
                    low = quotient;
                if (flagdiv)
                    high = (~dividend[31:0] + 1'b1);
                else
                    high = dividend[31:0];
                div_end = 1'b1;
                remainder = 31'b0;
                divisor = 64'b0;
                dividend = 64'b0;
                quotient = 32'b0;
                diff = 64'b0;
                flag = 1'b0;
                cont = -1;
            end
        end
    end
endmodule
```

## flow/run.sh

```bash
#!/bin/bash
# OpenROAD 26Q1-2900-gdf79404cd8, Yosys 0.63+post, stock flow scripts
make -C /OpenROAD-flow-scripts/flow DESIGN_CONFIG=/design/flow/config.mk WORK_HOME=/design/flow/orfs finish
```

## flow/config.mk

```make
export PLATFORM = sky130hd
export DESIGN_NAME = div
export DESIGN_NICKNAME = div
export VERILOG_FILES = /design/flow/design.v
export SDC_FILE = /design/flow/constraint.sdc
export NUM_CORES = 4
export LEC_CHECK = 1
export CORE_UTILIZATION = 40
```

## flow/constraint.sdc

```tcl
current_design div

set clk_period 28.6
set clk_io_pct 0.2

create_clock -name clk0 -period $clk_period [get_ports {clk}]

set non_clock_inputs [all_inputs -no_clocks]
set_input_delay [expr $clk_period * $clk_io_pct] -clock clk0 $non_clock_inputs
set_output_delay [expr $clk_period * $clk_io_pct] -clock clk0 [all_outputs]
```

==> GITHUB_STEP_SUMMARY <==
## Synthesis and layout report

| Metric | Value |
|---|---|
| Status | `completed` |
| Yosys warning tally | `1` |
| Worst-path clk slew | `0.06 ns` |
| WS Path Type | `in2reg` |
| Setup Fix Bufs, Post-CTS | `0` |
| CTS tree | `built` |
| Cts hold-fix bufs | `0` |
| GR peak layer | `met1` |
| FP Rows | `about 76` |
| Max Clk Rate | `roughly 0.077 GHz` |
| Clk sinks | `approximately 260` |
| Hold Path Class | `reg2reg` |
| Number of I/O pins | `roughly 130` |
| Final Hold Vio Count | `0` |
| Initial antenna violation count | `0` |
| Critical Path Fanout Max | `roughly 70` |
| Worst skew pair latency | `just under 0.6 ns` |
| # diodes | `0` |
| Yosys stat cell total | `about 2,300` |
| Register share after synthesis | `0.315` |
| Prevailing post-synth register cell | `dfxtp_1` |
| M2 GR Usage | `0.364` |
| Power Density | `about 57 nW/um2` |
| Placed wire-length estimate | `39.2 mm` |
| # port buffers | `around 130` |
| Most instantiated cells after synthesis | `nand2_1 (322), dfxtp_1 (226), nor2_1 (195)` |
| Root buf cell | `clkbuf_16` |
| Dominant cell area share | `0.260` |
| Mean Syn Cell Area | `a little under 8 um2` |
| FFs w/ async S/R, synth | `0` |
| Finish-stage setup viols | `0` |
| Syn Inst Count | `2,250` |
| Post-Synthesis Cell Area | `17,400 um2` |
| Flip-flops with a built-in enable | `32` |
| Syn-to-layout area delta | `15.5%` |
| Vias post-DR | `16,380` |
| Die y size | `211 um` |
| Tool warnings | `26` |
| Startpoint types | `input port` |
| Min Clock Period, post-route | `roughly 13 ns` |
| Static leakage | `7.81 nW` |
| Post-Route Skew | `approximately 0.016 ns` |
| Initial DRC Count | `roughly 1,200` |
| Pin count of the biggest net entering global routing | `~80` |
| Routed Antenna Nets | `0` |
| CP arrival | `13.49 ns` |
| Post-synth cell types | `around 88` |
| Final WS setup | `~16 ns` |
| Register bit total from synthesis | `roughly 260` |
| CTS Buffer Depth | `3` |
| CP Data Required Time | `approximately 29 ns` |
| Residual DRC | `0` |
| Chip area | `44,300 um2` |
| Fin. max-slew vios | `0` |
| CP endpoint kind | `flop` |
| Placer Congestion | `approximately 0.98` |
| DR WL/cell | `roughly 19 um` |
| Worst rel slew slack | `0.441` |
| Fp util | `0.405` |
| Drt pass-1 iters | `5` |
| Dpl ws | `between 15 and 20 ns` |
| CTS Buf Count | `31` |
| Core area | `43,000 um2` |
| GRT met3 Usage | `0.0370` |
| CTS-repair resized insts | `0` |
| Tightest Pin Transition | `between 0.8 and 0.9 ns` |
| First-pass GRT wire length | `85.7 mm` |
| Total global-route track usage | `0.250` |
| Share of cells above drive strength 1 | `0.0478` |
| Die W | `between 200 and 250 um` |
| VDD IR max | `0.0463 mV` |
| TNS Setup | `0 ns` |
| Yosys top cell by instances | `nand2_1` |
| Final period utilization | `0.456` |
| Global route overflow | `0` |
| Largest area contributor in the netlist | `dfxtp_1` |
| GR Util met1 | `0.402` |
| Max_cap viols | `0` |
| RSZ-0062 raised after global routing | `no` |
| Vias in the first global route | `about 15,000` |
| Yosys stat area | `17,400 um2` |
| Final WL | `53.8 mm` |
| CTS H-tree depth | `1` |
| Vias per Instance | `5.63` |
| Top cells by area | `dfxtp_1 (26%), nand2_1 (6.9%), xnor2_1 (6.1%)` |
## report_power, final
group | internal [W] | switching [W]
Clock | 0.000238 | 0.000157
Combinational | 0.000126 | 0.000200
Sequential | 0.000394 | 0.0000215
Total | 0.000758 | 0.000379
## logic make-up (layout without fill, tap and decap cells)
kind of cell,after synthesis,after routing,share of synthesized area
buffers and inverters,172,246,0.0397
AND/OR/NAND/NOR,914,914,0.257
flip-flops,258,258,0.315
adder cells (fa/ha/maj),66,66,0.0475
XOR/XNOR,183,183,0.0921
multiplexers,21,21,0.0129
AND-OR/OR-AND,636,636,0.236
## worst max-delay path, cell delays in order
cell and delay, ns:
buf_4 0.28, clkinv_2 0.09, buf_4 0.57, buf_4 0.68, nand2_1 0.12, ha_1 0.34
and4bb_1 0.26, o22ai_1 0.11, o21a_1 0.26, o21a_4 0.27, o41ai_4 0.55, a31oi_2 0.22
a211oi_2 0.35, and2_4 0.43, inv_2 0.14, buf_4 0.30, and3_1 0.24, a21oi_1 0.22
ha_1 0.33, nand3b_1 0.19, nor4_1 0.39, nand3_1 0.33, nor4b_1 0.33, o22ai_1 0.18
o31ai_1 0.29, xor2_1 0.17, o21ai_1 0.07
## final cells by class
class	instances	area, um2
flip-flops and latches	258	5490
inverters	33	125
multi-input cells	1820	11200
clock inverters	7	116
fillers	4227	22900
well taps	585	732
repair buffers	159	1520
clock buffers	47	886
## cells in the final DEF (no fill, tap or decap), drive strengths merged, types with 15 or more instances in the layout
master         netlist  routed
nand2              322     322
dfxtp              226     226
nor2               195     195
a21oi              171     171
o21ai              155     155
clkdlybuf4s50        0     130
xnor2              121     121
o31ai               71      71
nor2b               68      68
ha                  66      66
xor2                62      62
nor3                59      59
a21o                58      58
and3                56      56
clkbuf             109      47
nand3               35      35
a211oi              33      33
edfxtp              32      32
inv                 32      32
buf                 30      29
nor4                28      28
nand4               22      22
or3                 22      22
mux2i               20      20
nand2b              18      18
a31oi               17      17
or4                 15      15
and2                15      15
## per-stage QoR
step	instances	total power [W]	util	area (um2)	hold slack (ns)
floorplan	2250	0.000651	-	17400	0.392
global placement	2855	0.000744	0.444	19100	0.448
detailed placement	2855	0.000743	0.444	19100	0.447
CTS	2909	0.00114	0.468	20100	0.458
global route	2909	0.00120	0.468	20100	0.480
finish	2909	0.00114	0.468	20100	0.454
## metal layers
layer  part of all wire  up-vias
met5                  0        -
li1                   -     8218
met4              0.020        0
met3              0.063       67
met1               0.49     7596
met2               0.42      499
## path summary, 6_finish.rpt
| kind | from | slack, ns | cells after the start | to |
|---|---|---|---|---|
| setup / recovery | reset | 15.57 | 27 | high[30] |
| hold / removal | low[19] | 0.45 | 2 | low[19] |
| setup reg to reg | dividend[2] | 21.95 | 23 | high[30] |
| hold reg to reg | low[19] | 0.45 | 2 | low[19] |
## state kept, by name, summed over array words and instances (netlist names), 31 cells and up
signal	cells
quotient	31
low	32
divisor	63
cont	32
high	32
dividend	64
Power figures rest on the tool's default switching activity, not on a simulated workload.
